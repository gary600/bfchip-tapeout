===== /design/flow/design.v =====
`default_nettype none
typedef enum logic [2:0] {
  IoNone      = 3'b000,  
  IoOpcode    = 3'b001,  
  IoAddrHi    = 3'b010,  
  IoAddrLo    = 3'b011,  
  IoReadWrite = 3'b100   
} IoOp;
typedef enum logic [2:0] {
  BusNone       = 3'b000,  
  BusReadProg   = 3'b010,  
  BusReadData   = 3'b100,  
  BusWriteData  = 3'b101,  
  BusReadIo     = 3'b110,  
  BusWriteIo    = 3'b111   
} BusOp;
typedef enum logic [1:0] {
  AddrNone,
  AddrPc,
  AddrCursor
} AddrSrc;
typedef enum logic [1:0] {
  ValNone,
  ValAcc,
  ValAccInc,
  ValAccDec
} ValSrc;
typedef enum logic [1:0] {
  PcKeep,
  PcInc,
  PcDec
} PcOp;
typedef enum logic [1:0] {
  CursorKeep,
  CursorInc,
  CursorDec
} CursorOp;
typedef enum logic {
  AccKeep,
  AccLoad
} AccOp;
typedef enum logic [1:0] {
  DepthKeep,
  DepthClear,
  DepthInc,
  DepthDec
} DepthOp;
typedef struct packed {
  BusOp bus_op;
  AddrSrc addr_src;
  ValSrc val_src;
  PcOp pc_op;
  CursorOp cursor_op;
  AccOp acc_op;
  DepthOp depth_op;
} Ucode;
typedef enum logic [5:0] {
  Fetch,
  Decode,
  Halt,
  IncFetch,
  IncLoad,
  IncStore,
  DecFetch,
  DecLoad,
  DecStore,
  Right,
  Left,
  PrintFetch,
  PrintLoad,
  PrintStore,
  ReadFetch,
  ReadLoad,
  ReadStore,
  BrzFetchVal,
  BrzDecodeVal,
  BrzFetchInstr,
  BrzDecodeInstr,
  BrzInc,
  BrzDec,
  BrnzFetchVal,
  BrnzDecodeVal,
  BrnzPcDec1,
  BrnzPcDec2,
  BrnzFetchInstr,
  BrnzDecodeInstr,
  BrnzInc,
  BrnzDec,
  BrnzPcInc1,
  BrnzPcInc2
} BFState;
function int max(int a, int b);
  max = (a > b) ? a : b;
endfunction
`default_nettype none
module my_chip (
  input logic [11:0] io_in,  
  output logic [11:0] io_out,  
  input logic clock,
  input logic reset  
);
  logic halted;
  logic bf_enable;
  logic [7:0] bus_out;
  IoOp state, next_state;
  assign io_out = {halted, state, bus_out};
  logic [7:0] bus_in;
  assign bus_in = io_in[7:0];
  logic op_done;
  assign op_done = io_in[8];
  logic enable;
  assign enable = io_in[9];
  logic [14:0] addr;
  logic [7:0] val_in, val_out;
  BusOp bus_op;
  BFState bfstate;
  BF bf (
    .addr,
    .val_in,
    .val_out,
    .bus_op,
    .halted,
    .clock,
    .reset,
    .enable(enable && bf_enable),
    .state(bfstate),
    .next_state(),
    .ucode()
  );
  BusOp op_cache;
  logic [15:0] addr_cache;
  logic [7:0] val_cache;
  logic cache_out;
  logic cache_in;
  always_comb begin
    bf_enable = 0;
    cache_out = 0;
    cache_in = 0;
    bus_out = '0;
    case (state)
      IoNone: begin
        bf_enable = 1;
        cache_out = 1;
        bus_out = val_in;
        if (bus_op != BusNone)
          next_state = IoOpcode;
        else
          next_state = IoNone;
      end
      IoOpcode: begin
        bus_out = {5'b0, op_cache};
        next_state = IoAddrHi;
      end
      IoAddrHi: begin
        bus_out = {1'b0, addr_cache[14:8]};
        next_state = IoAddrLo;
      end
      IoAddrLo: begin
        bus_out = addr_cache[7:0];
        next_state = IoReadWrite;
      end
      IoReadWrite: begin
        bus_out = val_cache;
        cache_in = 1;
        if (op_done)
          next_state = IoNone;
        else 
          next_state = IoReadWrite;
      end
      default: next_state = IoNone;
    endcase
  end
  always_ff @(posedge clock)
    if (reset) begin
      state <= IoNone;
      op_cache <= BusNone;
    end
    else if (enable) begin
      state <= next_state;
      if (cache_out) begin
        op_cache <= bus_op;
        addr_cache <= addr;
        val_cache <= val_out;
      end
      if (cache_in) val_in <= bus_in;
    end
endmodule
`default_nettype none
module BF #(
  parameter DATA_ADDR_WIDTH = 15,
  parameter PROG_ADDR_WIDTH = 15,
  parameter DATA_WIDTH = 8,
  parameter DEPTH_WIDTH = 12,
  parameter ADDR_WIDTH = 15,
  parameter BUS_WIDTH = 8
)(
  output logic [ADDR_WIDTH-1:0] addr,
  output logic [BUS_WIDTH-1:0] val_out,
  input  logic [BUS_WIDTH-1:0] val_in,
  output BusOp bus_op,
  output logic halted,
  input  logic clock,
  input  logic reset,
  input  logic enable,
  output BFState state, next_state,
  output Ucode ucode
);
  logic [PROG_ADDR_WIDTH-1:0] pc, next_pc;
  logic [DATA_ADDR_WIDTH-1:0] cursor, next_cursor;
  logic [DATA_WIDTH-1:0] acc, next_acc;
  logic [DEPTH_WIDTH-1:0] depth, next_depth;
  assign bus_op = ucode.bus_op;
  always_comb case (ucode.addr_src)
    AddrNone: addr = '0;
    AddrPc: addr = pc;
    AddrCursor: addr = cursor;
    default: addr = '0;
  endcase 
  always_comb case (ucode.val_src)
    ValNone: val_out = '0;
    ValAcc: val_out = acc;
    ValAccInc: val_out = acc + 1;
    ValAccDec: val_out = acc - 1;
    default: val_out = '0;
  endcase
  always_comb case (ucode.pc_op)
    PcKeep: next_pc = pc;
    PcInc: next_pc = pc + 1;
    PcDec: next_pc = pc - 1;
    default: next_pc = pc;
  endcase
  always_comb case (ucode.cursor_op)
    CursorKeep: next_cursor = cursor;
    CursorInc: next_cursor = cursor + 1;
    CursorDec: next_cursor = cursor - 1;
    default: next_cursor = cursor;
  endcase
  always_comb case (ucode.acc_op)
    AccKeep: next_acc = acc;
    AccLoad: next_acc = val_in;
    default: next_acc = acc;
  endcase
  always_comb case (ucode.depth_op)
    DepthKeep: next_depth = depth;
    DepthClear: next_depth = '0;
    DepthInc: next_depth = depth + 1;
    DepthDec: next_depth = depth - 1;
    default: next_depth = depth;
  endcase
  always_ff @(posedge clock)
    if (reset) begin
      pc <= '0;
      cursor <= '0;
      acc <= '0;
      depth <= '0;
      state <= Fetch;
    end
    else if (enable) begin
      pc <= next_pc;
      cursor <= next_cursor;
      acc <= next_acc;
      depth <= next_depth;
      state <= next_state;
    end
  always_comb begin
    halted = 0;
    next_state = Halt;
    case (state)
      Fetch: begin
        ucode = {BusReadProg, AddrPc, ValNone, PcInc, CursorKeep, AccKeep, DepthClear};
        next_state = Decode;
      end
      Decode: begin
        ucode = {BusNone, AddrNone, ValNone, PcKeep, CursorKeep, AccKeep, DepthClear};
        case (val_in)
          "+": next_state = IncFetch;      
          "-": next_state = DecFetch;      
          ">": next_state = Right;         
          "<": next_state = Left;          
          ".": next_state = PrintFetch;    
          ",": next_state = ReadFetch;     
          "[": next_state = BrzFetchVal;   
          "]": next_state = BrnzFetchVal;  
          8'h00: next_state = Halt;
          default: next_state = Fetch;  
        endcase
      end
      Halt: begin
        ucode = {BusNone, AddrNone, ValNone, PcKeep, CursorKeep, AccKeep, DepthClear};
        next_state = Halt;
        halted = 1;
      end
      IncFetch: begin
        ucode = {BusReadData, AddrCursor, ValNone, PcKeep, CursorKeep, AccKeep, DepthClear};
        next_state = IncLoad;
      end
      IncLoad: begin
        ucode = {BusNone, AddrNone, ValNone, PcKeep, CursorKeep, AccLoad, DepthClear};
        next_state = IncStore;
      end
      IncStore: begin
        ucode = {BusWriteData, AddrCursor, ValAccInc, PcKeep, CursorKeep, AccKeep, DepthClear};
        next_state = Fetch;
      end
      DecFetch: begin
        ucode = {BusReadData, AddrCursor, ValNone, PcKeep, CursorKeep, AccKeep, DepthClear};
        next_state = DecLoad;
      end
      DecLoad: begin
        ucode = {BusNone, AddrNone, ValNone, PcKeep, CursorKeep, AccLoad, DepthClear};
        next_state = DecStore;
      end
      DecStore: begin
        ucode = {BusWriteData, AddrCursor, ValAccDec, PcKeep, CursorKeep, AccKeep, DepthClear};
        next_state = Fetch;
      end
      Right: begin
        ucode = {BusNone, AddrNone, ValNone, PcKeep, CursorInc, AccKeep, DepthClear};
        next_state = Fetch;
      end
      Left: begin
        ucode = {BusNone, AddrNone, ValNone, PcKeep, CursorDec, AccKeep, DepthClear};
        next_state = Fetch;
      end
      PrintFetch: begin
        ucode = {BusReadData, AddrCursor, ValNone, PcKeep, CursorKeep, AccKeep, DepthClear};
        next_state = PrintLoad;
      end
      PrintLoad: begin
        ucode = {BusNone, AddrNone, ValNone, PcKeep, CursorKeep, AccLoad, DepthClear};
        next_state = PrintStore;
      end
      PrintStore: begin
        ucode = {BusWriteIo, AddrNone, ValAcc, PcKeep, CursorKeep, AccKeep, DepthClear};
        next_state = Fetch;
      end
      ReadFetch: begin
        ucode = {BusReadIo, AddrNone, ValNone, PcKeep, CursorKeep, AccKeep, DepthClear};
        next_state = ReadLoad;
      end
      ReadLoad: begin
        ucode = {BusNone, AddrNone, ValNone, PcKeep, CursorKeep, AccLoad, DepthClear};
        next_state = ReadStore;
      end
      ReadStore: begin
        ucode = {BusWriteData, AddrCursor, ValAcc, PcKeep, CursorKeep, AccKeep, DepthClear};
        next_state = Fetch;
      end
      BrzFetchVal: begin
        ucode = {BusReadData, AddrCursor, ValNone, PcKeep, CursorKeep, AccKeep, DepthClear};
        next_state = BrzDecodeVal;
      end
      BrzDecodeVal: begin
        ucode = {BusNone, AddrNone, ValNone, PcKeep, CursorKeep, AccKeep, DepthClear};
        if (val_in == '0)
          next_state = BrzFetchInstr;
        else
          next_state = Fetch;
      end
      BrzFetchInstr: begin
        ucode = {BusReadProg, AddrPc, ValNone, PcInc, CursorKeep, AccKeep, DepthKeep};
        next_state = BrzDecodeInstr;
      end
      BrzDecodeInstr: begin
        ucode = {BusNone, AddrNone, ValNone, PcKeep, CursorKeep, AccKeep, DepthKeep};
        case (val_in)
          "[": next_state = BrzInc;
          "]":
            if (depth == '0)
              next_state = Fetch;
            else
              next_state = BrzDec;
          8'h00: next_state = Halt;
          default: next_state = BrzFetchInstr;
        endcase
      end
      BrzInc: begin
        ucode = {BusNone, AddrNone, ValNone, PcKeep, CursorKeep, AccKeep, DepthInc};
        next_state = BrzFetchInstr;
      end
      BrzDec: begin
        ucode = {BusNone, AddrNone, ValNone, PcKeep, CursorKeep, AccKeep, DepthDec};
        next_state = BrzFetchInstr;
      end
      BrnzFetchVal: begin
        ucode = {BusReadData, AddrCursor, ValNone, PcKeep, CursorKeep, AccKeep, DepthClear};
        next_state = BrnzDecodeVal;
      end
      BrnzDecodeVal: begin
        ucode = {BusNone, AddrNone, ValNone, PcKeep, CursorKeep, AccKeep, DepthClear};
        if (val_in == '0)
          next_state = Fetch;
        else
          next_state = BrnzPcDec1;
      end
      BrnzPcDec1: begin
        ucode = {BusNone, AddrNone, ValNone, PcDec, CursorKeep, AccKeep, DepthClear};
        next_state = BrnzPcDec2;
      end
      BrnzPcDec2: begin
        ucode = {BusNone, AddrNone, ValNone, PcDec, CursorKeep, AccKeep, DepthClear};
        next_state = BrnzFetchInstr;
      end
      BrnzFetchInstr: begin
        ucode = {BusReadProg, AddrPc, ValNone, PcDec, CursorKeep, AccKeep, DepthKeep};
        next_state = BrnzDecodeInstr;
      end
      BrnzDecodeInstr: begin
        ucode = {BusNone, AddrNone, ValNone, PcKeep, CursorKeep, AccKeep, DepthKeep};
        case (val_in)
          "[":
            if (depth == '0)
              next_state = BrnzPcInc1;
            else
              next_state = BrnzDec;
          "]": next_state = BrnzInc;
          8'h00: next_state = Halt;
          default: next_state = BrnzFetchInstr;
        endcase
      end
      BrnzInc: begin
        ucode = {BusNone, AddrNone, ValNone, PcKeep, CursorKeep, AccKeep, DepthInc};
        next_state = BrnzFetchInstr;
      end
      BrnzDec: begin
        ucode = {BusNone, AddrNone, ValNone, PcKeep, CursorKeep, AccKeep, DepthDec};
        next_state = BrnzFetchInstr;
      end
      BrnzPcInc1: begin
        ucode = {BusNone, AddrNone, ValNone, PcInc, CursorKeep, AccKeep, DepthClear};
        next_state = BrnzPcInc2;
      end
      BrnzPcInc2: begin
        ucode = {BusNone, AddrNone, ValNone, PcInc, CursorKeep, AccKeep, DepthClear};
        next_state = Fetch;
      end
      default: begin
        ucode = {BusNone, AddrNone, ValNone, PcKeep, CursorKeep, AccKeep, DepthKeep};
        next_state = Halt;
      end
    endcase
  end
endmodule
`default_nettype none
module toplevel_chip (
    input [13:0] io_in,
    output [13:0] io_out
);
    my_chip mchip (
        .io_in(io_in[11:0]),
        .io_out(io_out[11:0]),
        .clock(io_in[12]),
        .reset(io_in[13])
    );
    assign io_out[13:12] = 2'b00;
endmodule

===== /design/flow/run.sh =====
#!/bin/bash
# OpenROAD 26Q1-2900-gdf79404cd8, Yosys 0.63+post, stock flow scripts
make -C /OpenROAD-flow-scripts/flow DESIGN_CONFIG=/design/flow/config.mk WORK_HOME=/design/flow/orfs finish

===== /design/flow/config.mk =====
export PLATFORM = sky130hd
export DESIGN_NAME = toplevel_chip
export DESIGN_NICKNAME = toplevel_chip
export VERILOG_FILES = /design/flow/design.v
export SDC_FILE = /design/flow/constraint.sdc
export NUM_CORES = 4
export LEC_CHECK = 1
export CORE_UTILIZATION = 40

===== /design/flow/constraint.sdc =====
current_design toplevel_chip

set clk_period 4.9
set clk_io_pct 0.2

create_clock -name clk0 -period $clk_period [get_ports {io_in}]

set non_clock_inputs [all_inputs -no_clocks]
set_input_delay [expr $clk_period * $clk_io_pct] -clock clk0 $non_clock_inputs
set_output_delay [expr $clk_period * $clk_io_pct] -clock clk0 [all_outputs]

==> job_summary.md <==
### Metrics collected by this job

| Metric | Value |
|---|---|
| Placed Area | roughly 0.0026 mm² |
| Post-synth regs | 29 |
| Run status | did not finish |
| Number of global-route vias before repair | about 6.6k |
| Routability-driven placement congestion ratio | approximately 0.97 |
| Netlist cell types | approximately 58 |
| Main flop type | dfxtp_1 |
| Synthesized cell area | around 0.0024 mm² |
| Flip-flops with a built-in enable | 8 |
| Yosys stat chip area | around 0.0024 mm² |
| Ys cells | ~320 |
| FP Util | 42.6% |
| Gr usage total | 86.4% |
| IO Count | 28 |
| First-pass GRT wire length | approximately 36 mm |
| Die height | between 70 and 80 µm |
| Yosys warns | 2 |
| GR Overflow Total | about 760 |
| Syn_area_per_cell | 7.66 µm² |
| Largest net degree at the start of global routing | 20 |
| Syn Inst Count | 316 |
| Pre-CTS WS | roughly 900 ps |
| Buffers on Ports | 12 |
| Log Error | [ERROR GRT-0116] Global routing finished with congestion. Check the congestion regions in the DRC Viewer. |
| FP Rows | 27 |
| Register area share after synthesis | approximately 27% |
| Die X | around 80 µm |
| HPWL Detailed | 4.70 mm |
| Stopped at | global routing |
| Async SR Flop Fraction | 0% |
| Hold buffers post-CTS | 0 |
[what timing repair did]
action                     CTS
gates cloned                 0
pin swaps                   19
setup endpoints to repair    5
resized                     58
buffers inserted            28
hold endpoints to repair     0
[through the flow]
stage | TNS [ps] | std cells | hold slack [ps]
4_1_cts | -637 | 606 | -203
3_5_place_dp | 0 | 384 | 69.1
3_3_place_gp | 0 | 384 | 69.1
2_1_floorplan | 0 | 317 | 98.9
[Yosys cell counts, drive strengths merged, types with 3 or more instances]
master	number	share of area [%]
nand3b	3	0.93
a32oi	3	1.1
and3	4	1.0
or4	4	1.2
nand3	11	2.3
nand2b	9	2.3
o21ai	16	3.3
edfxtp	8	9.9
nor2b	8	2.1
clkbuf	12	1.9
xor2	4	1.4
buf	6	1.8
nor4	9	2.3
nor4b	3	1.7
nand4	7	1.8
inv	4	0.62
a21oi	21	4.3
xnor2	5	1.8
and2	9	2.3
a211oi	3	0.93
ha	10	5.2
o211ai	4	1.2
dfxtp	21	17
nand4b	3	1.1
or2	3	0.78
a31oi	7	1.8
nor3	14	3.1
or3	6	1.6
nor2	36	5.6
a22oi	12	3.7
nand2	27	4.2
[metal layers]
layer / GRT overflow / GRT usage (%)
met1: 0 / 48.4
met2: 0 / 55.1
met3: 281 / 122
met4: 462 / 180
met5: 20 / 94.5
[cell families after synthesis]
| logic type | Yosys count | share of synthesized area, % |
|---|---|---|
| AND-OR/OR-AND | 82 | 22.4 |
| XOR/XNOR | 9 | 3.26 |
| adder cells (fa/ha/maj) | 11 | 6.00 |
| buffers and inverters | 22 | 4.24 |
| flip-flops | 29 | 27.3 |
| multiplexers | 1 | 0.414 |
| other | 1 | 0.155 |
| AND/OR/NAND/NOR | 161 | 36.2 |
